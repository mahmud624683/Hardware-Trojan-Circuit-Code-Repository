--- /design/flow/config.mk ---
export PLATFORM = sky130hd
export DESIGN_NAME = clocked_c17
export DESIGN_NICKNAME = clocked_c17
export VERILOG_FILES = /design/flow/design.v
export SDC_FILE = /design/flow/constraint.sdc
export NUM_CORES = 4
export LEC_CHECK = 1
export CORE_AREA = 10 10 70 70
export DIE_AREA = 0 0 80 80
--- /design/flow/constraint.sdc ---
current_design clocked_c17

set clk_period 1.0
set clk_io_pct 0.2

create_clock -name clk0 -period $clk_period [get_ports {clk}]

set non_clock_inputs [all_inputs -no_clocks]
set_input_delay [expr $clk_period * $clk_io_pct] -clock clk0 $non_clock_inputs
set_output_delay [expr $clk_period * $clk_io_pct] -clock clk0 [all_outputs]
--- /design/flow/design.v ---
module clocked_c17 (clk,sync_reset,N1,N2,N3,N6,N7,N22,N23);
input clk;
input sync_reset;
input N1,N2,N3,N6,N7;
output N22,N23;
wire N10,N11,N16,N19,Q1,Q2,Q3,Q6,Q7;
Dff dff_1 (.D(N1),
.clk(clk),
.sync_reset(sync_reset),
.Q(Q1));
Dff dff_2 (.D(N2),
.clk(clk),
.sync_reset(sync_reset),
.Q(Q2));
Dff dff_3 (.D(N3),
.clk(clk),
.sync_reset(sync_reset),
.Q(Q3));
Dff dff_4 (.D(N6),
.clk(clk),
.sync_reset(sync_reset),
.Q(Q6));
Dff dff_5 (.D(N7),
.clk(clk),
.sync_reset(sync_reset),
.Q(Q7));
nand NAND2_1 (N10, Q1, Q3);
nand NAND2_2 (N11, Q3, Q6);
nand NAND2_3 (N16, Q2, N11);
nand NAND2_4 (N19, N11, Q7);
nand NAND2_5 (N22, N10, N16);
nand NAND2_6 (N23, N16, N19);
endmodule
module Dff (D,clk,sync_reset,Q);
input D;  
input clk;  
input sync_reset;  
output reg Q;  
always @(posedge clk)
begin
if(sync_reset==1'b1)
Q <= 1'b0;
else
Q <= D;
end
endmodule
--- /design/flow/run.sh ---
#!/bin/bash
# OpenROAD 26Q1-2900-gdf79404cd8, Yosys 0.63+post, stock flow scripts
make -C /OpenROAD-flow-scripts/flow DESIGN_CONFIG=/design/flow/config.mk WORK_HOME=/design/flow/orfs finish
==> flow.log <==
[flow] final metrics
INFO  metric ctsHoldBuffers = 0
INFO  metric synthToLayoutAreaGrowth = 109%
INFO  metric mi_logic_area = 55.1 sq um
INFO  metric timing_worst_setup_path_type = reg -> out
INFO  metric slowest_delay = 320 ps
INFO  metric die_w = 80 um
INFO  metric clock-root-buffer = clkbuf_4
INFO  metric timing.final.crit_share = 111%
INFO  metric drt_pre_antenna_iters = 2
INFO  metric worst-path-max-fanout = 2
INFO  metric global_route.overflow_total = 0
INFO  metric die_h = roughly 80 um
INFO  metric cp_slowest_cell = dfxtp_2
INFO  metric postRouteWirelength = 376 um
INFO  metric yosysSeqAreaShare = approximately two thirds
INFO  metric sequential_cell_area = between 100 and 150 sq um
INFO  metric grt_first_pass_wirelength = 558 um
INFO  metric initial_utilization = between 4 and 5%
INFO  metric n_fill_cell = 410
INFO  metric pre_cts_setup_slack = -207 ps
INFO  metric path_cells = nand2_2 -> a22o_1 -> buf_2
INFO  metric clock_tree_from_tritoncts = built
INFO  metric timing.critical_path.to_type = output port
INFO  metric timing_hold_violations_final = 0
INFO  metric p_per_area = 1540 mW/mm^2
INFO  metric violations = setup timing
INFO  metric rsz0062_at_grt = true
INFO  metric first_global_vias = 140
INFO  metric peakVddDrop = 0.000579 V
INFO  metric critPathArrivalTime = 910 ps
INFO  metric hold_class = in -> reg
INFO  metric clk_pin_slew = 40 ps
INFO  metric ctsHtreeMaxLevel = 1
INFO  metric standard_cell_rows = 21
INFO  metric cts-root-to-sink-buffers = 2
INFO  metric cap_viol_max_count = 0
INFO  metric syn_avg_cell_area = 11.7 sq um
INFO  metric worstHoldPathCells = 2
INFO  metric io_buffer_count = 8
INFO  metric timing.final.max_slew_violations = 0
INFO  metric leakage = 0.116 nW
INFO  metric hold_slack = around 500 ps
INFO  metric place_area = 298 sq um
INFO  metric yosys.cell_types.count = 6
INFO  metric finalSetupViolations = 2
INFO  metric globalRouteTotalUtil = 1.18%
INFO  metric slew_hr = between 90 and 100%
INFO  metric min_period = ~1100 ps
INFO  metric vias_per_cell = about 1.8
INFO  metric timing.critical_path.buf_inv = 1
INFO  metric start_kind = register
INFO  metric yosys_register_bits = 5
INFO  metric syn_inst = 13
INFO  metric summed_standard_cell_area_reported_by_yosys = 153 sq um
INFO  metric num_io_pins = 9
INFO  metric postLayoutCoreUtil = 9.34%
INFO  metric routedWlPerCell = 5.22 um
INFO  metric grt_start_max_net_pins = 5
INFO  metric dr_total_vias = 130
INFO  metric numClockSinks = 5
INFO  metric antenna_found_initial = 0
INFO  metric warning_count = 27
INFO  metric drc_violations_left = 0
INFO  metric cts_setup_buffers = 0
INFO  metric setup_ws = -109 ps
INFO  metric syn-cell-area = approximately 150 sq um
INFO  metric drt-initial-drc-count = 1
INFO  metric critical_path.top_delay_family = flip-flops
INFO  metric yosys-stat-cells = 13
INFO  metric timing.critical_path.required = 800 ps
INFO  metric drive_above_1_share = 34.6%
INFO  metric final_instance_area = between 300 and 400 sq um
INFO  metric ys.warnings.count = 1
INFO  metric fp.coreArea = 0.00342 sq mm
INFO  metric die-area = 0.00640 sq mm
INFO  metric ant_nets = 0
INFO  metric crit_cells = 3
INFO  metric numCtsBuffers = 3
INFO  metric fmax = 901 MHz
INFO  metric outcome = finished, violations left
INFO  metric timing_worst_slew_pin_value = 102 ps
INFO  metric antenna_cells_inserted = 0
INFO  metric globalplace.congestion = 0.658
[metal layers]
metal | share of wire [%] | vias up | global-route usage (%) | wire length (um)
li1 | - | 68 | - | -
met1 | 62 | 48 | 1.67 | 232
met2 | 24 | 12 | 1.04 | 89
met3 | 12 | 2 | 1.14 | 44
met4 | 2.7 | 0 | 0.528 | 10
met5 | 0 | - | 0 | 0
[registers in the layout, indices dropped and copies added, names as in the netlist]
signal	count
dff_3.Q	1
dff_2.Q	1
dff_4.Q	1
dff_1.Q	1
dff_5.Q	1
[cells in the mapped netlist]
master	count	area, sq um
o21a_1	1	7.51
dfxtp_1	5	100
nand2_1	1	3.75
nor2b_1	4	25.0
and2b_1	1	7.51
a22o_1	1	8.76
[cells by family after synthesis]
family,share of synthesized area (%)
compound gates,10.7
flops,65.6
simple gates,23.8
[layout by cell type, fill, tap and decap left out]
cell and count:
clkdlybuf4s50_1 6, nor2b_1 4, clkbuf_4 3, dfxtp_1 3, dfxtp_2 2, buf_2 2, and2b_1 1, nand2_2 1
a22o_1 1, o21a_1 1, clkbuf_1 1, buf_4 1
[what timing repair did]
action                                  4_1_cts  5_1_grt
resized                                      10        0
endpoints found under the setup margin        2        2
pin swaps                                     2        0
[area by class of cell]
cell class                      instances  area share (%)
Clock buffer                            4            8.24
Timing Repair Buffer                    9            24.3
Tap cell                               46            18.0
Sequential cell                         5            32.2
Multi-Input combinational cell          8            17.3
[worst paths after layout]
path,start,endpoint
worst max-delay path,dff_4.Q,N22
worst min-delay path,N3,dff_3.Q
[where the power goes]
group	leakage [nW]	switching (W)	internal [W]	total [W]
combinational	0.0592	0.0000112	0.0000365	0.0000478
clock	0.0150	0.0000775	0.000151	0.000228
sequential	0.0422	0.00000442	0.000212	0.000216
[metrics by stage]
stage | total power (W) | setup TNS [ps] | std cells
after floorplan | 0.000229 | 0 | 13
after global placement | 0.000272 | -386 | 68
after detailed placement | 0.000273 | -379 | 68
after CTS | 0.000505 | -168 | 72
after global routing | 0.000520 | -226 | 72
final | 0.000492 | -140 | 72
No activity file was given, so power comes from the tool's default toggle rates.
