<file path="flow/design.v">
module s27(CK,G0,G1,G17,G2,G3,reset);
input CK,G0,G1,G2,G3,reset;
output G17;
  wire G5,G10,G6,G11,G7,G13,G14,G8,G15,G12,G16,G9;
  dff DFF_0(CK,G5,G10,reset);
  dff DFF_1(CK,G6,G11,reset);
  dff DFF_2(CK,G7,G13,reset);
  not NOT_0(G14,G0);
  not NOT_1(G17,G11);
  and AND2_0(G8,G14,G6);
  or OR2_0(G15,G12,G8);
  or OR2_1(G16,G3,G8);
  nand NAND2_0(G9,G16,G15);
  nor NOR2_0(G10,G14,G11);
  nor NOR2_1(G11,G5,G9);
  nor NOR2_2(G12,G1,G7);
  nor NOR2_3(G13,G2,G12);
endmodule
module dff (CK,Q,D,reset);
input CK,D,reset;
output reg Q;
always@(posedge CK)
begin 
if (reset==1'b1)
   Q<=1'b0;
else
   Q <= D;
end
endmodule
</file>
<file path="flow/run.sh">
#!/bin/bash
# OpenROAD 26Q1-2900-gdf79404cd8, Yosys 0.63+post, stock flow scripts
make -C /OpenROAD-flow-scripts/flow DESIGN_CONFIG=/design/flow/config.mk WORK_HOME=/design/flow/orfs finish
</file>
<file path="flow/config.mk">
export PLATFORM = sky130hd
export DESIGN_NAME = s27
export DESIGN_NICKNAME = s27
export VERILOG_FILES = /design/flow/design.v
export SDC_FILE = /design/flow/constraint.sdc
export NUM_CORES = 4
export LEC_CHECK = 1
export CORE_AREA = 10 10 70 70
export DIE_AREA = 0 0 80 80
</file>
<file path="flow/constraint.sdc">
current_design s27

set clk_period 1.6
set clk_io_pct 0.2

create_clock -name clk0 -period $clk_period [get_ports {CK}]

set non_clock_inputs [all_inputs -no_clocks]
set_input_delay [expr $clk_period * $clk_io_pct] -clock clk0 $non_clock_inputs
set_output_delay [expr $clk_period * $clk_io_pct] -clock clk0 [all_outputs]
</file>
==> flow_summary_export.csv <==
group,metric,value,unit
critical_path,startpoint_type,"input port",
power_and_ir_drop,p_leak,0.115,nW
floorplanning,die_y,80,um
cells_and_area,fin_area,293,um2
clock_tree,cts.hold.buffers_added,0,
placement,gp_congestion,0.632,
floorplanning,core,3420,um2
drt,ant_nets,0,
power_and_ir_drop,peakVddDrop,105,uV
sta,clock.fmax,0.680,GHz
placement,place_inst,64,
cells_and_area,fin_cells,70,
sta,max_slew_margin,85.9,%
placement,post-dp-hpwl,336,um
floorplanning,dieWidth,80,um
drt,drcViolationCount,0,
power_and_ir_drop,pwr_density_cell,849,nW/um2
sta,period_used_share,91.9,%
flow_run,warnings,25,
drt,vias,134,
placement,dp_slack,-0.242,ns
clock_tree,cts.sink_count,3,
synth,yosys_area,121,um2
placement,postPlaceCellArea,254,um2
critical_path,max_stage_delay,0.46,ns
drt,drtPass1Iterations,1,
synth,yosys-stat-cells,10,
cells_and_area,area_growth,141,%
clock_tree,clk_pin_slew,0.04,ns
drt,avgViaCountPerCell,1.91,
floorplanning,dieArea,6400,um2
critical_path,crit_fanout,2,
global_route,grt_pass1_vias,157,
global_route,grt_max_degree,4,
drt,wl_per_cell,6.34,um
critical_path,rrSetupSlack,0.48,ns
sta,rsz0062_at_grt,"no",
sta,worst_pin_slew,0.210,ns
cells_and_area,drive_gt1_share,41.7,%
cells_and_area,final_util,8.57,%
clock_tree,h-tree-depth,1,
sta,period_minus_slack,1.47,ns
clock_tree,cts_tree,"yes",
global_route,antenna_found_initial,0,
placement,io_buffers,6,
synth,synth_area,121,um2
drt,met1Wirelength,183,um
sta,finalSetupViolCount,0,
synth,netlist_instances,10,
global_route,overflow,0,
synth,ys_types,6,
clock_tree,clockBufferDepth,2,
critical_path,path_cells,"clkdlybuf4s50_1, nor4b_4, nor2_1, clkbuf_2",
global_route,grt_pass1_wl,759,um
drt,top_layer_used,"met4",
sta,setup_slack,0.130,ns
synth,avgSynthCellArea,12.1,um2
sta,finalMaxSlewViolations,0,
drt,routed_wl,444,um
floorplanning,initCoreUtil,3.55,%
clock_tree,root_buffer,"clkbuf_4",
critical_path,path_class,"input port to output port",
drt,n_antenna_cell,0,
global_route,globalRouteTotalUtil,1.64,%
sta,fin_skew,0.00303,ns
floorplanning,std_cell_rows,21,
floorplanning,ios,7,
drt,dr_wl_met3,83,um
critical_path,cp.arrival,1.15,ns
status,status,"finished, final reports clean",
clock_tree,clk_latency,0.23,ns
drt,dr_wl_met2,169,um
critical_path,worst-path-buf-inv,2,
power_and_ir_drop,fin_total_pwr,249,uW
critical_path,crit_required,1.28,ns
sta,hold_violations,0,
clock_tree,cts_made_buffers,3,
critical_path,cp_slowest_cell,"clkdlybuf4s50_1",
synth,yosysWarnings,1,
synth,synth_seq_share,49.5,%
drt,drt_iter0_markers,0,
critical_path,end_kind,"output port",
min_path,hold_path_class,"input port to flip-flop",
synth,numSynthFlops,3,
critical_path,critPathTopFamily,"buffers and inverters",
flow_run,cap_violations,0,
-- cells in the mapped netlist, drive strengths merged --
cell	n	area share [%]
nor3b	2	12
nor3	1	4.1
dfxtp	3	49
o21ba	1	8.2
nor2	2	6.2
nor4b	1	20
-- cell usage in the layout (no fill, tap or decap) --
cell             n
buf_4            4
clkbuf_1         1
clkbuf_2         1
clkbuf_4         3
clkdlybuf4s50_1  3
dfxtp_1          3
dlygate4sd2_1    2
nor2_1           2
nor3_1           1
nor3b_1          1
nor3b_2          1
nor4b_4          1
o21ba_1          1
-- timing repair --
item / CTS / global route
setup endpoints to repair: 1 / 1
buffers inserted: 1 / 1
pin swaps: 2 / 1
gates resized: 5 / 1
-- state kept, by name, summed over array words and instances, names as in the netlist --
register  flops
DFF_2.Q       1
DFF_1.Q       1
DFF_0.Q       1
-- power by group --
| part | switching (mW) | internal [mW] |
|---|---|---|
| combinational | 0.00950 | 0.0227 |
| clock | 0.0404 | 0.0935 |
| sequential | 0.00315 | 0.0792 |
-- through the flow --
step                      hold WS, ns  setup TNS [ns]
after floorplan                 0.396               0
after global placement          0.535          -0.248
after detailed placement        0.555          -0.242
after CTS                       0.510               0
after global routing            0.524               0
final                           0.522               0
-- final timing paths --
check	depth (start not counted)	to	start
worst max register to register	5	DFF_1.Q	DFF_0.Q
worst min register to register	2	DFF_2.Q	DFF_2.Q
worst max-delay path	4	G17	G3
worst min-delay path	2	DFF_0.Q	G0
-- final cells by class --
cell class / count / area [um2]
clock buffers: 4 / 26.3
well taps: 46 / 57.6
multi-input cells: 7 / 66.3
flip-flops and latches: 3 / 60.1
repair buffers: 10 / 82.6
fillers: 408 / 3120
-- cell families after synthesis --
| group | count (synthesis) | synth area share [%] |
|---|---|---|
| and+or+nand+nor | 6 | 42.3 |
| DFF | 3 | 49.5 |
| AOI/OAI and AO/OA | 1 | 8.25 |
-- layer usage --
layer	track usage, %	up-vias
met5	0	-
met4	0.704	0
met3	2.05	2
met2	1.69	7
met1	1.86	62
li1	-	63
No activity file was given, so power comes from the tool's default toggle rates.
